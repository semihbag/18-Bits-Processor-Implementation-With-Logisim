### flow/config.mk
export PLATFORM = sky130hd
export DESIGN_NAME = Memory
export DESIGN_NICKNAME = Memory
export VERILOG_FILES = /design/flow/design.v
export SDC_FILE = /design/flow/constraint.sdc
export NUM_CORES = 4
export LEC_CHECK = 1
export CORE_UTILIZATION = 30
export SYNTH_MEMORY_MAX_BITS = 65536
### flow/run.sh
#!/bin/bash
# OpenROAD 26Q1-2900-gdf79404cd8, Yosys 0.63+post, stock flow scripts
make -C /OpenROAD-flow-scripts/flow DESIGN_CONFIG=/design/flow/config.mk WORK_HOME=/design/flow/orfs finish
### flow/constraint.sdc
current_design Memory

set clk_period 90.4
set clk_io_pct 0.2

create_clock -name clk0 -period $clk_period [get_ports {clk}]

set non_clock_inputs [all_inputs -no_clocks]
set_input_delay [expr $clk_period * $clk_io_pct] -clock clk0 $non_clock_inputs
set_output_delay [expr $clk_period * $clk_io_pct] -clock clk0 [all_outputs]
### flow/design.v
module Memory (
  input wire clk,
  input wire is_st,
  input wire memory_enable,
  input wire is_ld,
  input wire [0:9] address,
  input wire [0:17] data_in,
  output reg [0:17] data_out
);
  reg [17:0] memory [0:1023];  
  always @(posedge clk) begin
    if (memory_enable) begin
      if (is_st) begin
        memory[address] <= data_in;
      end else if (is_ld) begin
        data_out <= memory[address];
      end
    end
  end
endmodule
==> CHANGELOG.md <==
### Changed

* Total clock sinks at roughly 18000
* Die Wd at ~1500 um
* Mapped Cells at 35800
* Layout cells sized above 1 at around a fifth
* Tightest Pin Transition at roughly 1.7 ns
* # resized after CTS at 0
* Worst-path clk slew at 0.06 ns
* First-pass GRT wire length at about 3000000 um
* Worst setup EP type: flop
* Internal power at roughly 14 mW
* Pwr dens at 21.4 nW/um2
* Reg2Reg Depth at 9
* Worst-path maximum fanout at between 90 and 100
* Relative max-transition margin at -12.8%
* Clk Tree Root Cell: clkbuf_16
* Routed WL per cell at 30.5 um
* Overall Global Routing Usage at between 10% and 20%
* Crit path cell chain: buf_16 > buf_4 > buf_12 > buf_4 > buf_12 > buf_4 > buf_4 > buf_4 > buf_4 > mux2i_1 > o22ai_1 > nor4_1 > buf_4 > a31oi_1 > a2111oi_4 > buf_4 > nand3_1 > nor3_1 > nand2_1
* Comb pwr share at approximately 4.7%
* Mean Syn Cell Area at around 20 um2
* Fmax achieved at 0.0374 GHz
* R2r setup slk at about 85 ns
* HP Start: memory[974][11]
* Init Core Util at a little under a third
* Critical path origin: address[8]
* Commonest flop: edfxtp_1
* Clock network power share at approximately two fifths
* Antenna viol nets, final at 1
* Largest net degree at the start of global routing at about 120
* Cell Type Count at ~58
* CP max stage delay at about 0.96 ns
* I/O pins at around 50
* GP Congestion at roughly 0.95
* Capture point of the worst reg-to-reg path: data_out[15]
* Hold path depth at 7
* # Cells Yosys at 35800
* Final setup fails at 0
* Total setup buffers inserted after CTS at 0
* Initial DRC count at between 20000 and 30000
* Crit path launch type: input port
* Vias in the first global route at between 300k and 400k
* Max VDD drop at around 0.021 mV
* Final count of pins violating max slew at 9
* Leak pwr at approximately 260 nW
* Skew-Pair Late Insertion Delay at approximately 1.4 ns
* Hold endpoint: data_out[6]
* Initial antenna violation count at approximately 170
* Max_cap viols at 1
* Worst r2r src: memory[367][2]
* Most common logic cells in the final layout: edfxtp_1, mux2i_1, o22ai_1, buf_4, clkbuf_16
* Layout area overhead at 15.3%
* Drt first pass iters at 7
* Port-buffer cells at 49
* Top cell excl fill/tap: edfxtp_1
* Final Util at a little over a third
* Row Count at around 560
* Crit path DAT at 27.82 ns
* Sequential element share of the synthesized area at roughly four fifths
* Status: finished, violations left
* Tmin final at approximately 27 ns
* Final setup TNS at 0 ns
* Cts bufs inserted at around 1800
* Net Sw Frac at between 20% and 30%
* Mapped Area at a little over 700000 um2
* Core Area at about 2300000 um2
* Part of the power in registers at roughly 54%
* Hpwl dp at 1340000 um
* Final hold slack at 1.16 ns
* Die ar. at approximately 2400000 um2
* Tcrit/Tclk final at approximately 30%
* Failing checks: antenna violations, max-capacitance violations, max-slew violations
* YS chip area at slightly above 700000 um2
* Post-synth EDFFs at between 15000 and 20000
* Setup CP Type: input port to flop
* Sw power at around 3.8 mW
* GR Overflow Total at 0
* CP max-delay cell: a2111oi_4
* Synth flops at roughly 18000
* Worst Hold Class: flop to flop
* CTS tree: yes
* H-tree levels at 7
* Warnings, synthesis at 1
* Tool warning count at 48
* Ys async rst share at 0%
* RSZ-0062 raised after global routing: no
* Final hold violations at 0
* Skew final at between 0.15 and 0.2 ns
* Clk buf depth at 6
* DR DRC count at 0
* DR vias at approximately 360k
* Via density at between 5 and 6
* Die height at 1530 um
* CTS Hold Bufs at 0
* CP most frequent cell: buf_4
* Post-Route WL at around 2200000 um
* Required @ worst endpoint at roughly 92 ns
==> flip-flops by register name, indices dropped and copies added, names as in the netlist <==
name / flops
memory: 18432
data_out: 18
==> through the flow <==
| stage | setup WS [ns] | instances | cell area, um2 | total power [mW] |
|---|---|---|---|---|
| 5_1_grt | 63.57 | 70700 | 811000 | 17.8 |
| 4_1_cts | 64.17 | 70500 | 810000 | 17.4 |
| 3_5_place_dp | 62.76 | 67300 | 756000 | 10.4 |
| 3_3_place_gp | 62.25 | 67300 | 756000 | 10.4 |
| 6_report | 63.69 | 70800 | 811000 | 17.3 |
| 2_1_floorplan | 68.97 | 35800 | 704000 | 9.96 |
==> worst max path at each step <==
| stage | to |
|---|---|
| 6_report | data_out[10] |
| 4_1_cts | data_out[10] |
| 5_1_grt | data_out[10] |
==> synth_stat cells, types with 8 or more instances <==
master     count  area share, %
buf_6         55          0.088
nand4_1      122           0.11
clkbuf_1     771           0.41
a2111oi_0     32          0.040
buf_1        151          0.081
nor3_1       161           0.11
or4_1         57          0.061
nand2b_1      24          0.021
a31oi_1      133           0.12
o22ai_1     2877            2.6
a21oi_1       33          0.023
a22oi_1      598           0.64
o21ai_0      219           0.16
or3_1         10         0.0089
mux2i_1     6404            9.1
mux2_2        36          0.058
buf_2        983           0.70
nor2b_1       12          0.011
a22o_1         8          0.010
buf_4        232           0.25
a221oi_1      57          0.071
and4_1        16          0.020
o211ai_1     103           0.11
nor2_1      1430           0.76
nand3_1      199           0.14
mux4_2      1452            4.6
nand2_1      440           0.23
o2111ai_1    103           0.13
nor4_1       572           0.51
edfxtp_1   18500             79
==> per-layer routing <==
layer,vias up,global-route usage (%),part of all wire [%]
met4,218,8.33,5.3
met3,4008,17.8,20
li1,153000,-,-
met5,-,3.66,0.41
met2,22700,27.0,44
met1,180000,19.3,30
==> logic make-up after synthesis <==
group                  Yosys count  synth area share (%)
AOI/OAI and AO/OA             4182                  3.87
muxes                         7892                  13.8
and+or+nand+nor               3084                  2.05
buffers and inverters         2200                  1.54
DFF                          18500                  78.7
==> cell type report <==
cell class	count	area (um2)
Inverter	2	12.5
Clock buffer	2191	45900
Fill cell	215000	1530000
Antenna cell	322	806
Clock inverter	979	8530
Sequential cell	18500	554000
Timing Repair Buffer	2667	20900
Multi-Input combinational cell	15200	142000
Tap cell	31000	38800
==> power groups by stage <==
stage                 clock [mW]  sequential [mW]  combinational (mW)
after CTS                   7.19             9.41               0.813
after global routing        7.51             9.41               0.858
final                       7.11             9.41               0.820
==> worst max-delay path: cells and delay by family <==
kind	cells	cell delay (ns)
buffers and inverters	11	5.62
and+or+nand+nor	4	2.20
muxes	1	0.29
AOI/OAI and AO/OA	3	1.22
No activity file was given, so power comes from the tool's default toggle rates.
